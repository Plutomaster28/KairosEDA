===== config.mk =====
export PLATFORM = sky130hd
export DESIGN_NAME = adder_4bit
export DESIGN_NICKNAME = adder_4bit
export VERILOG_FILES = /design/flow/design.v
export SDC_FILE = /design/flow/constraint.sdc
export NUM_CORES = 4
export LEC_CHECK = 1
export CORE_AREA = 10 10 70 70
export DIE_AREA = 0 0 80 80

===== run.sh =====
#!/bin/bash
# OpenROAD 26Q1-2900-gdf79404cd8, Yosys 0.63+post, stock flow scripts
make -C /OpenROAD-flow-scripts/flow DESIGN_CONFIG=/design/flow/config.mk WORK_HOME=/design/flow/orfs finish

===== constraint.sdc =====
current_design adder_4bit

set clk_period 2.9
set clk_io_pct 0.2

create_clock -name clk0 -period $clk_period

set non_clock_inputs [all_inputs -no_clocks]
set_input_delay [expr $clk_period * $clk_io_pct] -clock clk0 $non_clock_inputs
set_output_delay [expr $clk_period * $clk_io_pct] -clock clk0 [all_outputs]

===== design.v =====
module adder_4bit (
    input  wire [3:0] a,
    input  wire [3:0] b,
    input  wire       cin,
    output wire [3:0] sum,
    output wire       cout
);
    wire [3:0] carry;
    full_adder fa0 (.a(a[0]), .b(b[0]), .cin(cin),      .sum(sum[0]), .cout(carry[0]));
    full_adder fa1 (.a(a[1]), .b(b[1]), .cin(carry[0]), .sum(sum[1]), .cout(carry[1]));
    full_adder fa2 (.a(a[2]), .b(b[2]), .cin(carry[1]), .sum(sum[2]), .cout(carry[2]));
    full_adder fa3 (.a(a[3]), .b(b[3]), .cin(carry[2]), .sum(sum[3]), .cout(cout));
endmodule
module full_adder (
    input  wire a,
    input  wire b,
    input  wire cin,
    output wire sum,
    output wire cout
);
    assign sum = a ^ b ^ cin;
    assign cout = (a & b) | (b & cin) | (a & cin);
endmodule

==> results.txt <==
Status on the layout run. The flow ran to the end, and the final reports show no timing, DRC or antenna violations. Estimated wirelength of the detail-placed design landed at 374.9 µm. After floorplanning, the die was sized to cover roughly 0.0064 mm². Amount of wire on met2 after detailed routing landed at 69 µm. In the per-layer breakdown of the detailed-route log, met1 shows 217 µm.

Global-route wire length before repair landed at 545 µm. Initial cell density of the core landed at between 4 and 5%. Portion of the clock cycle consumed by the worst path in the final layout landed at 96.79%. Area growth from synthesis to layout landed at 116.9%. The worst path needs 2807 ps of the cycle, external delays included. Die width landed at 80 µm. Leakage power total landed at 0.1407 nW. Summing all placed instances gives a cell area of 315.3 µm².

Count of sequential standard cells landed at 0. The final report lists the setup-violating endpoint count as 0. Number of antenna violations at the first check in global routing landed at 0. The synth_stat.txt file lists the number of cells as 18. After filler insertion, the fill cell instance count of the layout stands at 401. Post-route total power landed at 0.04603 mW.

Count of max-cap constraint violations landed at 0. Sequential cell area fraction in the yosys report landed at 0%. The worst setup path is of the in -> out kind.

The via count of the first global-routing pass was ~120. Number of clock buffers in the layout landed at 0. In the final timing run, aggregate negative setup slack is 0 ps. Routed wire length per instance landed at between 5 and 6 µm. The count of buffers added on input and output ports is 14.

STA classifies the critical path endpoint as a primary output. Peak ir drop on the vdd network landed at around 0.000033 V. Max-slew check failures listed in the final report amount to 0. Maximum fanout count along the critical path landed at 1. Post-synthesis area per instance landed at 8.202 µm². The worst setup path is launched from a primary input. Yosys reports a chip area of 147.6 µm². Relative max-transition margin landed at 93.05%. Transition time at the pin with the least slew margin landed at 104.6 ps.

Setup slack on the critical path of the routed design comes to between 90 and 100 ps. In this run the power density over the cells is between 100 and 150 mW/mm². Summing every instance area after synthesis gives 147.6 µm².

After detailed routing, the number of vias per cell comes to 1.649. Count of boundary I/O pins landed at 14. In the detailed route, the total length drawn on met3 is 109 µm.

The required time at the worst endpoint is listed as 2320 ps. Timing-limited maximum frequency landed at 356.3 MHz. The wire length recorded after detailed routing is 397 µm. The final hold violation count recorded for this run is 0. Entering global routing, the biggest net connects 2 pins.

The initialized floorplan defines 21 standard-cell rows. Per the OpenROAD floorplan log, the area of the core is 0.003416 mm². Worst setup slack before clock tree synthesis landed at -731.9 ps. TritonRoute reported its final design rule violation total as 0. Global routing used 1.090% of the available tracks. Per the layout area report, the combinational gate area comes to 87.58 µm².

Yosys printed 0 warnings. In this run, distinct cell masters in the synthesized netlist total 3. Endpoint arrival time on the critical path landed at ~2200 ps. The routed layout has 122 vias. Total non-filler cell area in the finished layout landed at 320.3 µm². Per the post-route antenna check, the number of violating nets is 0. Per the detail_route log, the uppermost layer with routed signals is met3. Filler-free cell count of the finished design landed at 74. Setup repair after global routing left no endpoint under its margin. First-iteration detailed-routing DRC count landed at 0. Die height landed at 80 µm. Count of TritonRoute iterations in the first routing pass landed at 1. Number of inserted diodes landed at 0.

Final weighted congestion of routability-driven global placement landed at ~0.76. Checking hold timing, the worst path is listed with class in -> out. Number of cells in the design after placement landed at 74. Per the GRT congestion report, total overflow comes to 0. Per the layout area report, the register area comes to 0 µm². Buffers added to address setup during post-CTS repair amount to 0. Tally of OpenROAD warnings landed at 32. Cell count after synthesis landed at 18. Ratio of cells with drive above 1 in the final layout landed at roughly 43%.
-- timing repair --
item,4_1_cts,5_1_grt
hold endpoints to repair,0,0
setup endpoints to repair,4,1
hold buffers,0,0
pin swaps,4,4
resized,29,2
-- power breakdown --
part	internal (mW)	leakage (nW)	total [mW]	switching, mW
Clock	0	0	0	0
Combinational	0.0306	0.141	0.0460	0.0154
Sequential	0	0	0	0
-- per-stage QoR --
stage                     util, %  hold slack (ps)
after floorplan                 -             1377
after global placement      9.231             2200
after detailed placement    9.231             2205
after CTS                   9.121             1905
after global routing        9.377             1934
final                       9.377             1902
-- synthesized netlist by cell type (all sizes together) --
library cell	count	area (µm²)
buf	4	30.03
fa	4	80.08
inv	10	37.54
-- worst max-delay path, stage by stage --
cell                    delay, ps
sky130_fd_sc_hd__buf_6         90
sky130_fd_sc_hd__inv_2         50
sky130_fd_sc_hd__fa_2         180
sky130_fd_sc_hd__inv_2         40
sky130_fd_sc_hd__fa_2         350
sky130_fd_sc_hd__fa_2         340
sky130_fd_sc_hd__inv_2         60
sky130_fd_sc_hd__fa_1         390
sky130_fd_sc_hd__inv_1         60
sky130_fd_sc_hd__buf_2         80
-- path summary, 6_finish.rpt --
kind,end,from,cells past startpoint
setup / recovery,sum[3],b[0],10
hold / removal,sum[0],cin,5
-- kinds of logic (layout without fill, tap and decap cells) --
logic type / Yosys count / count (layout) / share of synthesized area [%]
adders and majority gates: 4 / 4 / 54.24
buffers and inverters: 14 / 24 / 45.77
-- cell usage in the layout (no fill, tap or decap) --
master	n
sky130_fd_sc_hd__clkdlybuf4s50_1	6
sky130_fd_sc_hd__inv_1	5
sky130_fd_sc_hd__inv_2	4
sky130_fd_sc_hd__fa_2	3
sky130_fd_sc_hd__buf_6	3
sky130_fd_sc_hd__dlygate4sd2_1	3
sky130_fd_sc_hd__inv_4	1
sky130_fd_sc_hd__fa_1	1
sky130_fd_sc_hd__clkdlybuf4s15_1	1
sky130_fd_sc_hd__buf_2	1
-- cell type report --
type | instances | share of cell area, %
Inverter | 10 | 12.50
Multi-Input combinational cell | 4 | 27.34
Tap cell | 46 | 17.97
Timing Repair Buffer | 14 | 42.19
-- metal layers --
metal / vias up / global-route usage (%)
met5: - / 0
met3: 0 / 0.9091
li1: 60 / -
met2: 14 / 0.7223
met4: 0 / 0
met1: 48 / 2.005
Power figures rest on the tool's default switching activity, not on a simulated workload.
