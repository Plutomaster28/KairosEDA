File: design.v
module counter_8bit (
    input  wire       clk,
    input  wire       rst_n,
    input  wire       enable,
    output reg  [7:0] count,
    output wire       overflow
);
    always @(posedge clk or negedge rst_n) begin
        if (!rst_n) begin
            count <= 8'd0;
        end else if (enable) begin
            count <= count + 8'd1;
        end
    end
    assign overflow = (count == 8'd255) && enable;
endmodule
File: run.sh
#!/bin/bash
# OpenROAD 26Q1-2900-gdf79404cd8, Yosys 0.63+post, stock flow scripts
make -C /OpenROAD-flow-scripts/flow DESIGN_CONFIG=/design/flow/config.mk WORK_HOME=/design/flow/orfs finish
File: config.mk
export PLATFORM = sky130hd
export DESIGN_NAME = counter_8bit
export DESIGN_NICKNAME = counter_8bit
export VERILOG_FILES = /design/flow/design.v
export SDC_FILE = /design/flow/constraint.sdc
export NUM_CORES = 4
export LEC_CHECK = 1
export CORE_AREA = 10 10 70 70
export DIE_AREA = 0 0 80 80
File: constraint.sdc
current_design counter_8bit

set clk_period 2.7
set clk_io_pct 0.2

create_clock -name clk0 -period $clk_period [get_ports {clk}]

set non_clock_inputs [all_inputs -no_clocks]
set_input_delay [expr $clk_period * $clk_io_pct] -clock clk0 $non_clock_inputs
set_output_delay [expr $clk_period * $clk_io_pct] -clock clk0 [all_outputs]
==> impl.org <==
#+TITLE: Implementation results

** Status
- Status :: finished, final reports clean

** Synthesis
- Yosys warning total :: 1
- After synthesis, the design contains 28 cells according to Yosys.
- After synthesis, the netlist uses 9 different library cells.
- Per Yosys stat, the portion of area used by sequential elements is 0.586.
- Top cell type by total area after synthesis :: sky130_fd_sc_hd__dfrtp_1
- The synthesized netlist occupies a cell area of about 340 µm².
- Sorting the synthesized cells by area gives the leading types as sky130_fd_sc_hd__dfrtp_1 (59%), sky130_fd_sc_hd__xnor2_1 (10%), sky130_fd_sc_hd__xor2_1 (7.7%).
- Post-synthesis average cell area :: 12.2 µm²
- Gate count of the mapped netlist :: 28
- Synthesis area per yosys :: about 340 µm²
- Total of flip-flops plus latches after synthesis :: 8
- Top cell type's share of synthesized area :: 0.586

** Run
- The tool warning count for the run is 25.
- The number of maximum-capacitance violations recorded for the run is 0.

** Drt
- Via-per-instance ratio :: just under 3
- The first TritonRoute pass finished after 2 iterations.
- Final antenna-violating net count :: 0
- The wire length recorded after detailed routing is ~800 µm.
- For this run, the script counts the antenna cells in the layout as 0.
- Per the detail_route report, DRC violations left total 0.
- Per-cell routed wire length :: about 9.1 µm
- The detailed router placed about 260 vias in this run.
- First DRT Iteration DRCs :: 8

** Global routing
- Global-route wire length before repair :: between 1000 and 1500 µm
- Maximum number of pins on one net before global-route repair :: 9
- Via count of the first global-routing pass :: around 290
- Overall track demand over capacity in global routing :: 0.0275
- The total overflow left after global routing is 0.
- The initial antenna violation count was 0.

** Place
- Number of port buffers :: 11
- Number of cells after detailed placement :: ~85
- The congestion estimate from routability-driven global placement came to about 0.73.
- Setup WS pre-CTS :: 0.187 ns
- Post-detailed-placement cell area :: between 500 and 600 µm²
- For this run the detailed placement stage logged an HPWL of slightly above 600 µm.

** STA
- The final timing report gives a worst setup slack of ~0.20 ns.
- Worst slew margin :: 0.753
- Highest clock frequency the design can meet :: between 0.4 and 0.5 GHz
- Max-slew check failures listed in the final report amount to 0.
- The pin closest to its max-slew limit shows a slew of ~0.37 ns.
- The most critical hold endpoint after final layout shows a slack of 0.501 ns.
- Setup repair after global routing missed its margin :: false
- For reference, the final report shows the hold violation count at 0.
- For the finished layout, the period the worst path requires is 2.50 ns.
- Number of failing setup endpoints in the final timing report :: 0
- Total negative slack :: 0 ns
- In the final run the clock tree shows a worst skew of 0.00318 ns.
- Tcrit/Tclk final :: 0.925

** Critical path
- Sort of element at the end of the critical path :: output pin
- Data required time of the worst path :: about 2.2 ns
- Top fanout value on the critical path :: 5
- Critical register-to-register path startpoint :: count[0]$_DFFE_PN0P_
- Critical Path Source Type :: input pin
- Across all register-to-register paths, the minimum setup slack is about 1.5 ns.
- For reference, the most critical setup path is categorized as input pin to output pin.
- The data arrival time reported for the critical path is ~2 ns.
- The endpoint identified for the worst register-to-register timing path is count[6]$_DFFE_PN0P_.
- For the worst flop-to-flop path, the logic depth is 4.

** CTS
- Clock transition at path regs :: 0.06 ns
- Number of buffers on the longest clock path :: 2
- Clock root cell :: sky130_fd_sc_hd__clkbuf_4
- Clock latency on the worst-skew pair, taken at its later pin, is approximately 0.25 ns.
- Once the clock tree was built, the setup fixing pass inserted 0 buffers.
- After clock tree synthesis, the repair step resized 0 gates.
- TritonCTS buffer count :: 3
- Buffers inserted to repair hold after CTS numbered 0.
- TritonCTS built the clock tree.
- The clock net in this run drives a total of 8 sinks.
- Maximum level of the CTS H-tree :: 1

** Power
- Comb power frac :: 0.343
- Of the total power, the clock network draws 0.184.
- Pwr per Cell Area :: around 940 mW/mm²
- Pint :: around 350 µW
- Per the power-grid run, VDD falls by no more than roughly 0.00052 V.
- Leakage power figure :: 0.208 nW
- The script extracted a net switching power of between 100 and 150 µW.
- The script computed the net switching share of total power as 0.295.
- Portion of total power attributed to sequential cells :: 0.473

** Cells and area
- The layout report lists the combined flip-flop and latch area as about 200 µm².
- Dominant logic cell types in the final layout :: sky130_fd_sc_hd__clkdlybuf4s50_1 (11), sky130_fd_sc_hd__dfrtp_1 (8), sky130_fd_sc_hd__nand2_1 (4), sky130_fd_sc_hd__xnor2_1 (4)
- The registers reported with the highest flop counts are count: 8 flops.
- In the final layout, the share of cells above drive strength 1 is 0.119.
- Finished Layout Cells :: 88
- Filler cell count in the final layout :: about 380
- Register with the most flip-flops :: count
- Synthesis-to-layout area growth :: 55.7%
- Largest register FFs :: 8
- Post-route cell area :: about 530 µm²
- Highest-count logic cell in the final layout :: sky130_fd_sc_hd__clkdlybuf4s50_1
- The multi-input combinational cells in the finished layout cover a total of 141 µm².

** Floorplanning
- The floorplan step defined a die boundary enclosing approximately 0.0064 mm².
- Floorplan-stage core utilization :: 0.100
- I/O pins :: 12
- Die height :: 80 µm
- Cell row count :: 21
- Die width :: 80 µm
- In this run the standard cell core region covers about 0.0034 mm².

** Hold path
- The number of cells on the worst hold path is listed as 1.
- The worst hold path begins at count[7]$_DFFE_PN0P_.
- STA shows the worst min-delay path finishing at count[7]$_DFFE_PN0P_.
- The tightest min-delay check is of the register to register type.
[critical path, cell delays in order]
cell and delay, ns:
sky130_fd_sc_hd__clkdlybuf4s50_1 0.57, sky130_fd_sc_hd__and3_4 0.23, sky130_fd_sc_hd__nand2_1 0.05, sky130_fd_sc_hd__nor2_1 0.09
sky130_fd_sc_hd__clkdlybuf4s50_1 0.47
[kinds of logic after synthesis]
group         share of synthesized area
fa+ha+maj                        0.0366
simple gates                      0.165
flops                             0.586
mux                              0.0330
xor+xnor                          0.179
[power by group through the flow]
stage | Sequential (mW) | Clock, mW | Combinational, mW
4_1_cts | 0.237 | 0.0931 | 0.177
5_1_grt | 0.248 | 0.104 | 0.197
6_report | 0.235 | 0.0914 | 0.170
[Yosys cell counts]
| master | count |
|---|---|
| sky130_fd_sc_hd__mux2_2 | 1 |
| sky130_fd_sc_hd__nor2_1 | 3 |
| sky130_fd_sc_hd__xnor2_1 | 4 |
| sky130_fd_sc_hd__nand4_1 | 3 |
| sky130_fd_sc_hd__xor2_1 | 3 |
| sky130_fd_sc_hd__ha_1 | 1 |
| sky130_fd_sc_hd__nand2_1 | 4 |
| sky130_fd_sc_hd__dfrtp_1 | 8 |
| sky130_fd_sc_hd__and3_4 | 1 |
[per-stage QoR]
step                 util  total power [mW]
floorplan               -             0.285
global placement    0.149             0.403
detailed placement  0.149             0.412
CTS                 0.156             0.507
global route        0.156             0.549
finish              0.156             0.497
[area by class of cell]
cell class / count / share of cell area
flip-flops and latches: 8 / 0.376
multi-input cells: 20 / 0.266
repair buffers: 11 / 0.207
clock buffers: 3 / 0.0424
well taps: 46 / 0.108
[worst max path at each step]
| stage | start | end | slack (ns) | cells past startpoint |
|---|---|---|---|---|
| CTS | enable | overflow | 0.18 | 5 |
| global route | enable | overflow | 0.09 | 5 |
| finish | enable | overflow | 0.20 | 5 |
[layer usage]
metal  routed length (µm)  vias up  share of wire  global-route usage
li1                     -      121              -                   -
met1                  407      125           0.51              0.0379
met2                  220       14           0.28              0.0289
met3                  170        0           0.21              0.0284
met4                    0        0              0             0.00176
met5                    0        -              0                   0
Power figures rest on the tool's default switching activity, not on a simulated workload.
