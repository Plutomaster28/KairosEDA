==> /design/flow/config.mk <==
export PLATFORM = sky130hd
export DESIGN_NAME = traffic_light
export DESIGN_NICKNAME = traffic_light
export VERILOG_FILES = /design/flow/design.v
export SDC_FILE = /design/flow/constraint.sdc
export NUM_CORES = 4
export LEC_CHECK = 1
export CORE_AREA = 10 10 77 77
export DIE_AREA = 0 0 87 87
==> /design/flow/constraint.sdc <==
current_design traffic_light

set clk_period 2.4
set clk_io_pct 0.2

create_clock -name clk0 -period $clk_period [get_ports {clk}]

set non_clock_inputs [all_inputs -no_clocks]
set_input_delay [expr $clk_period * $clk_io_pct] -clock clk0 $non_clock_inputs
set_output_delay [expr $clk_period * $clk_io_pct] -clock clk0 [all_outputs]
==> /design/flow/design.v <==
module traffic_light (
    input  wire clk,
    input  wire rst_n,
    input  wire sensor,         
    output reg  [2:0] main_light,    
    output reg  [2:0] side_light
);
    localparam MAIN_GREEN  = 3'b000;
    localparam MAIN_YELLOW = 3'b001;
    localparam SIDE_GREEN  = 3'b010;
    localparam SIDE_YELLOW = 3'b011;
    reg [1:0] state;
    reg [7:0] timer;
    localparam RED    = 3'b100;
    localparam YELLOW = 3'b010;
    localparam GREEN  = 3'b001;
    always @(posedge clk or negedge rst_n) begin
        if (!rst_n) begin
            state <= MAIN_GREEN;
            timer <= 8'd0;
            main_light <= GREEN;
            side_light <= RED;
        end else begin
            timer <= timer + 1;
            case (state)
                MAIN_GREEN: begin
                    main_light <= GREEN;
                    side_light <= RED;
                    if (sensor && timer > 100) begin
                        state <= MAIN_YELLOW;
                        timer <= 8'd0;
                    end
                end
                MAIN_YELLOW: begin
                    main_light <= YELLOW;
                    side_light <= RED;
                    if (timer > 20) begin
                        state <= SIDE_GREEN;
                        timer <= 8'd0;
                    end
                end
                SIDE_GREEN: begin
                    main_light <= RED;
                    side_light <= GREEN;
                    if (timer > 50) begin
                        state <= SIDE_YELLOW;
                        timer <= 8'd0;
                    end
                end
                SIDE_YELLOW: begin
                    main_light <= RED;
                    side_light <= YELLOW;
                    if (timer > 20) begin
                        state <= MAIN_GREEN;
                        timer <= 8'd0;
                    end
                end
            endcase
        end
    end
endmodule
==> /design/flow/run.sh <==
#!/bin/bash
# OpenROAD 26Q1-2900-gdf79404cd8, Yosys 0.63+post, stock flow scripts
make -C /OpenROAD-flow-scripts/flow DESIGN_CONFIG=/design/flow/config.mk WORK_HOME=/design/flow/orfs finish
==> impl_metrics.toml <==
# synthesis and place-and-route metrics
[drt]
routed-wl-met2_um = 678
top_layer = "met3"
vias_per_cell = 4.27
antenna_left = 0
vias = 564
firstDrtPassIters = 3
diodes = 0
wirelength_met1_um = 638
wirelength_um = 1430
drt_iter0_drc = 15
wl_per_cell_um = 10.9
wl_met3_um = 117
remaining_drc_errors = 0

[die]
die.size.y_um = 87
fp.dieArea_um2 = 7570
pin_count = 9
rows = 24
fp_util_pct = 19.5
core_area_um2 = 4350
die_x_um = 87

[final_timing]
period_used_pct = 71.8
holdWs_ps = 448
slew_viol_final = 0
tns_ps = 0
fmax_mhz = 581
tightest_slew_ps = 745
finalSetupViolCount = 0
fin_skew_ps = 0.295
max_slew_margin_pct = 50.2
hold_viol_final = 0
grt_setup_unrepaired = "no"
fin_crit_ps = 1720

[logic_synthesis]
syn_area_um2 = 848
synth_cell_types = 32
top_cells_by_area = "dfrtp_1 44%, dfstp_2 9.3%, a31oi_4 5.0%"
avgSynthCellArea_um2 = 11.6
synth_cells = 73
yosysChipArea_um2 = 848
synth-seq-cells = 18
edf_count = 0
largest_area_cell = "dfrtp_1"
yosys_warnings = 1
synth_seq_share_pct = 53.5
top_cell_area_share_pct = 44.2
ff_type = "dfrtp_1"
yosys_cells = 73
synthArstFlopShare_pct = 100

[power]
switching_share_pct = 17.6
switchingPower_uw = 96.8
p_comb_share_pct = 1.6
ir_worst_vdd_v = 0.000168
internal-power_uw = 452
pwr-share-seq_pct = 55.3
leakage_uw = 0.000426
power.density_nw_per_um2 = 534
pwr-share-clk_pct = 43.1

[setup_path]
path_max_fanout = 8
slowest_stage = "dfrtp_1"
arrival_ps = 1830
path_class = "reg -> reg"
required_ps = 2510
crit_buf_inv = 1
max_stage_delay_ps = 450
critical_path.top_delay_family = "AND-OR/OR-AND gates"
critPathCaptureType = "register"
crit_chain = "inv_1, ha_1, and2b_1, o21ai_1, a22oi_2, a21oi_1"
crit_path_start_kind = "register"

[cts]
clk_pin_slew_worst_paths_ps = 60
clock_latency_ps = 250
cts_buffers = 3
cts_htree_levels = 1
root_buffer = "clkbuf_8"
postCtsHoldBufs = 0
cts_resized = 0
cts_sinks = 18
cts_buffer_depth = 2
cts_setup_buffers = 0
cts_tree = "built"

[grt]
grt_pass1_vias = 564
antenna_found_initial = 0
track_usage_pct = 4.18
grt_pass1_wl_um = 2640
grt-ovfl-total = 0
grt_max_degree = 19

[placed_design]
post-dp-hpwl_um = 1120
port_buffers = 8
routabilityCongestion = 0.810

[finish]
area.growth.synth_to_final_pct = 21.1
final_layout_size_suffix_gt1_share_pct = 15.0

[hold_path]
hold_class = "reg -> reg"

[flow_run]
drv_cap = 0
tool_warnings = 26

[run_status]
outcome = "complete, no violations"
-- placed cells by master, fill, tap and decap left out, types with 2 or more instances in the layout --
master,n
xnor2_1,3
o21ai_1,3
a31oi_4,2
a21oi_1,6
clkbuf_8,4
nand2_1,4
nor2_1,2
nand3_1,3
dfrtp_1,15
ha_1,2
inv_1,4
dfstp_2,3
clkdlybuf4s50_1,8
xor2_1,3
-- metal layers --
layer	vias up	global-route usage [%]
met2	11	6.86
met5	-	0
met3	0	1.98
li1	271	-
met1	282	5.09
met4	0	0.295
-- metrics by stage --
| stage | power, µW | util [%] | setup slack [ps] | instances | instance area, µm² |
|---|---|---|---|---|---|
| final | 549 | 23.6 | 678 | 132 | 1030 |
| after global routing | 580 | 23.6 | 492 | 132 | 1030 |
| after CTS | 555 | 23.6 | 674 | 132 | 1030 |
| after detailed placement | 318 | 22.3 | 608 | 128 | 972 |
| after global placement | 318 | 22.3 | 626 | 128 | 972 |
| after floorplan | 309 | - | 935 | 73 | 848 |
-- final cells by class --
type / instances / area [µm²]
Sequential cell: 18 / 454
Multi-Input combinational cell: 46 / 358
Timing Repair Buffer: 8 / 80.1
Inverter: 4 / 15.0
Clock buffer: 4 / 55.1
Fill cell: 453 / 3330
Tap cell: 52 / 65.1
-- cell usage after synthesis (2+ instances only) --
cell      number
inv_1          4
ha_1           2
dfrtp_1       15
a31oi_4        2
nor2_1         2
xnor2_1        3
o21ai_1        3
clkbuf_1       3
buf_2          2
dfstp_2        3
nand3_1        3
nand2_1        4
a21oi_1        6
xor2_1         3
-- power groups by stage --
stage / Sequential, µW / Combinational [µW] / Clock [µW]
6_report: 304 / 8.66 / 236
5_1_grt: 303 / 10.4 / 266
4_1_cts: 304 / 9.20 / 243
-- cell families (layout without fill, tap and decap cells) --
kind of cell | after synthesis | after routing | synth area share [%]
fa+ha+maj | 2 | 2 | 2.95
compound gates | 22 | 22 | 22.9
flops | 18 | 18 | 53.5
simple gates | 16 | 16 | 10.2
xor+xnor | 6 | 6 | 6.20
buf+inv | 9 | 16 | 4.28
-- worst paths after layout --
check,startpoint,endpoint,slack (ps),cells past startpoint
worst max-delay path,timer[0],timer[6],680,6
worst min-delay path,state[1],side_light[0],450,0
worst max register to register,timer[0],timer[6],680,6
worst min register to register,state[1],side_light[0],450,0
max in group asynchronous,rst_n,timer[1],1260,1
min in group asynchronous,rst_n,main_light[1],670,1
-- sequential cells by signal, summed over array words and instances (netlist names) --
signal      flops
main_light      3
side_light      3
state           4
timer           8
-- worst reg2reg max path, delay by kind of cell, from the launching register on --
kind	cells	cell delay, ps
AOI/OAI and AO/OA	3	650
and+or+nand+nor	1	240
buffers and inverters	1	70
DFF	1	450
adders and majority gates	1	190
Power and IR drop assume default switching activity.
